==> flow/design.v <==
`timescale 1 ps / 1 ps
module top
(
	input wire CLK,
	output wire [2:0] LED
);
	reg [31:0] counter;
	always @(posedge CLK) begin
		counter <= counter + 1;
	end
	assign LED = ~counter[25 -: 3];
endmodule
==> flow/run.sh <==
#!/bin/bash
# OpenROAD 26Q1-2900-gdf79404cd8, Yosys 0.63+post, stock flow scripts
make -C /OpenROAD-flow-scripts/flow DESIGN_CONFIG=/design/flow/config.mk WORK_HOME=/design/flow/orfs finish
==> flow/config.mk <==
export PLATFORM = sky130hd
export DESIGN_NAME = top
export DESIGN_NICKNAME = top
export VERILOG_FILES = /design/flow/design.v
export SDC_FILE = /design/flow/constraint.sdc
export NUM_CORES = 4
export LEC_CHECK = 1
export CORE_AREA = 10 10 84 84
export DIE_AREA = 0 0 94 94
==> flow/constraint.sdc <==
current_design top

set clk_period 3.7
set clk_io_pct 0.2

create_clock -name clk0 -period $clk_period [get_ports {CLK}]

set non_clock_inputs [all_inputs -no_clocks]
set_input_delay [expr $clk_period * $clk_io_pct] -clock clk0 $non_clock_inputs
set_output_delay [expr $clk_period * $clk_io_pct] -clock clk0 [all_outputs]
==> results.py <==
# Flow results
metrics = {
    "flow_run": {
        "warnings": 25,
        "maxCapViolCount": 0,
    },
    "setup_path": {
        "cp-end-kind": "primary output",
        "path_cells": "inv_1, clkdlybuf4s50_1",
        "cpLargestDelayFamily": "buffers and inverters",
        "r2r_end": "counter[8]$_DFF_P_",
        "regToRegSetupSlack_ns": 2.24,
        "reg2reg_from": "counter[0]$_DFF_P_",
        "critPathMaxStageDelay_ns": 0.46,
        "arrival_ns": 1.12,
        "required_ns": 2.96,
        "start_kind": "register",
        "critPathBufInv": 2,
        "rr_worst_depth": 5,
        "crit_type": "register to primary output",
        "path_max_fanout": 2,
        "cp-startpoint": "counter[23]$_DFF_P_",
        "slowest_stage": "clkdlybuf4s50_1",
    },
    "place": {
        "place_area_um2": 1190,
        "place_ws_ns": 2.13,
        "dp_hpwl_um": 1110,
        "io_buffers": 3,
        "dp_cells": 172,
        "place_congestion": 0.740,
    },
    "power_and_ir_drop": {
        "swShare_pct": 19.2,
        "p_per_area_nw_per_um2": 355,
        "comb_power_share_pct": 0,
        "p_int_uw": 352,
        "p_leak_uw": 0.000466,
        "netSwitchingPower_uw": 83.5,
        "clkPwrFrac_pct": 35.9,
        "seq_power_share_pct": 64.1,
        "vdd_ir_drop_max_uv": 122,
    },
    "grt": {
        "grt_max_degree": 14,
        "antenna_found_initial": 0,
        "grt_pass1_vias": 665,
        "overflow": 0,
        "grt_pass1_wl_um": 2930,
        "track_usage_pct": 3.93,
    },
    "logic_synthesis": {
        "ys_chip_area_um2": 1070,
        "netlist_logic_family_top": "simple AND/OR/NAND/NOR gates",
        "ys_sh_mux_pct": 0,
        "top_cell": "dfxtp_1",
        "post_synth.cell_area_avg_um2": 10.8,
        "netlist.area_leader.share_pct": 48.7,
        "ys_sh_adder_pct": 1.17,
        "xor_area_share_pct": 19.7,
        "ys_top_cells_by_count": "dfxtp_1 (26), xnor2_1 (14), nand3_1 (12)",
        "ys_seq_share_pct": 48.7,
        "edf_count": 0,
        "yosys.cell_types.count": 18,
        "ys.flop_type": "dfxtp_1",
        "area_leaders": "dfxtp_1 (49%), xnor2_1 (11%), xor2_1 (8.2%)",
        "yosys-stat-cells": 99,
        "ys.flops": 26,
        "synth.largest_area_cell": "dfxtp_1",
        "yosys_warnings": 1,
        "synth_area_um2": 1070,
        "yosys.area_share.simple_pct": 28.7,
        "syn_inst": 99,
        "postSynth.asyncResetShare_pct": 0,
        "synth.cellmix.compoundShare_pct": 0,
    },
    "routing": {
        "drt-initial-drc-count": 38,
        "route.vias.total": 642,
        "num_antenna_cells": 0,
        "dr.pass1.iters": 4,
        "vias_per_cell": 3.67,
        "drc": 0,
        "ant_nets": 0,
        "wl_per_cell_um": 8.62,
        "drt-total-wl_um": 1510,
    },
    "clocking": {
        "cts.path.max_buffers": 2,
        "insertion_delay_ns": 0.26,
        "cts_buffers": 3,
        "cts_setup_buffers": 0,
        "cts_tree": "done",
        "cts_resized": 0,
        "ctsHtreeMaxLevel": 1,
        "cts_hold_buf": 0,
        "cts-root-buf": "clkbuf_8",
        "clk_pin_slew_ns": 0.09,
        "clock_sinks": 26,
    },
    "layout": {
        "largest_registers": "counter (26)",
        "drive_gt1_share_pct": 10.5,
        "logic_area_um2": 529,
        "seq_area_um2": 520,
        "largest_reg_flops": 26,
        "fin_area_um2": 1230,
        "fin_util_pct": 23.6,
        "fin_cells": 175,
        "top_register": "counter",
        "fillCellCount": 573,
        "area_growth_pct": 14.9,
    },
    "floorplan": {
        "chipArea_um2": 8840,
        "die_x_um": 94,
        "initCoreUtil_pct": 20.5,
        "coreArea_um2": 5200,
        "ios": 4,
        "num_rows": 26,
        "die_h_um": 94,
    },
    "final_timing": {
        "skew_ns": 0.00499,
        "slew_viol_final": 0,
        "tns_ns": 0,
        "finalWorstSetupSlack_ns": 1.84,
        "period_used_pct": 50.1,
        "fmax_mhz": 539,
        "setup_viol": 0,
        "worstMarginPinSlew_ns": 0.366,
        "fin_crit_ns": 1.86,
        "slew_headroom_pct": 75.5,
        "hold_violations": 0,
        "rsz0062_at_grt": "no",
    },
    "min_path": {
        "min_to": "counter[0]$_DFF_P_",
        "hp-class": "register to register",
        "hold_start": "counter[0]$_DFF_P_",
        "min_path_cells": 1,
    },
    "status": {
        "status": "complete, no violations",
    },
}
==> layout by cell type (no fill, tap or decap) <==
cell type,netlist,routed
dfxtp_1,26,26
or2_1,1,1
nor2_1,5,5
ha_1,1,1
xor2_1,10,10
nand3_1,12,12
nor3_2,2,2
nand4_1,3,3
clkbuf_8,0,3
clkdlybuf4s50_1,0,3
xnor2_1,14,14
nand3_2,1,1
nand2_1,5,5
nor4_4,2,2
nor3_1,3,3
or3_1,1,1
inv_1,5,5
and3_1,5,5
nor3_4,1,1
nand4_4,2,2
==> worst max-delay path by stage <==
stage	to	slack [ns]	cells after the start
4_1_cts	LED[0]	1.83	2
5_1_grt	LED[0]	1.78	2
6_report	LED[0]	1.84	2
==> through the flow <==
stage	hold WS (ns)	power [uW]
finish	0.418	436
global route	0.439	454
CTS	0.422	442
detailed placement	0.400	286
global placement	0.396	286
floorplan	0.383	286
==> metal layers <==
metal,vias to the layer above,share of wire (%),GRT usage (%)
met5,-,0,0
met4,0,0,0.127
met3,0,5.4,1.62
met2,5,39,6.11
met1,288,56,5.28
li1,349,-,-
==> area by class of cell <==
| type | count | share of cell area [%] |
|---|---|---|
| Clock buffer | 3 | 3.36 |
| Inverter | 5 | 1.53 |
| Multi-Input combinational cell | 68 | 43.1 |
| Sequential cell | 26 | 42.4 |
| Tap cell | 70 | 7.14 |
| Timing Repair Buffer | 3 | 2.45 |
==> power groups by stage <==
stage     Clock [uW]  Sequential [uW]  Combinational [uW]
6_report         156              279            0.000235
4_1_cts          162              280            0.000235
5_1_grt          174              280            0.000235
==> worst register-to-register path, cell delays in order (launching register included) <==
cell	delay [ns]
dfxtp_1	0.38
ha_1	0.23
inv_1	0.12
nor2_1	0.31
and3_1	0.22
xor2_1	0.14
==> logic make-up (layout without fill, tap and decap cells) <==
group | after synthesis | in the layout
AND/OR/NAND/NOR | 43 | 43
adder cells (fa/ha/maj) | 1 | 1
buffers and inverters | 5 | 11
XOR/XNOR | 24 | 24
flip-flops | 26 | 26
Power figures rest on the tool's default switching activity, not on a simulated workload.
